===== ./run.sh =====
#!/bin/bash
# OpenROAD 26Q1-2900-gdf79404cd8, Yosys 0.63+post, stock flow scripts
make -C /OpenROAD-flow-scripts/flow DESIGN_CONFIG=/design/flow/config.mk WORK_HOME=/design/flow/orfs finish

===== ./config.mk =====
export PLATFORM = sky130hd
export DESIGN_NAME = MinimalCPU
export DESIGN_NICKNAME = MinimalCPU
export VERILOG_FILES = /design/flow/design.v
export SDC_FILE = /design/flow/constraint.sdc
export NUM_CORES = 4
export LEC_CHECK = 1
export CORE_AREA = 10 10 89 89
export DIE_AREA = 0 0 99 99
export SYNTH_MEMORY_MAX_BITS = 65536

===== ./constraint.sdc =====
current_design MinimalCPU

set clk_period 2.9
set clk_io_pct 0.2

create_clock -name clk0 -period $clk_period [get_ports {clk}]

set non_clock_inputs [all_inputs -no_clocks]
set_input_delay [expr $clk_period * $clk_io_pct] -clock clk0 $non_clock_inputs
set_output_delay [expr $clk_period * $clk_io_pct] -clock clk0 [all_outputs]

===== ./design.v =====
module ALU(input [15:0] a, input [15:0] b, input [1:0] alu_op, output reg [15:0] result);
    always @(*) begin
        case (alu_op)
            2'b00: result = a + b;  
            2'b01: result = a - b;  
            2'b10: result = a & b;  
            2'b11: result = a | b;  
            default: result = 16'b0;
        endcase
    end
endmodule
module ControlUnit(input [3:0] opcode, output reg reg_write, output reg [1:0] alu_op);
    always @(*) begin
        case (opcode)
            4'b0000: begin  
                reg_write = 1;
                alu_op = 2'b00;
            end
            4'b0001: begin  
                reg_write = 1;
                alu_op = 2'b01;
            end
            4'b0010: begin  
                reg_write = 1;
                alu_op = 2'b10;
            end
            4'b0011: begin  
                reg_write = 1;
                alu_op = 2'b11;
            end
            default: begin
                reg_write = 0;
                alu_op = 2'b00;
            end
        endcase
    end
endmodule
module InstructionMemory(
    input [15:0] address,
    output reg [15:0] instruction
);
    reg [15:0] memory [0:255];   
    initial begin
        memory[0] = 16'h0000;   
        memory[1] = 16'h0001;   
        memory[2] = 16'h0002;   
    end
    always @(*) begin
        instruction = memory[address[7:0]];   
    end
endmodule
module MinimalCPU(input clk, input rst, output [15:0] pc, output [15:0] alu_result, output [15:0] instruction);
    wire [15:0] pc_next, read_data1, read_data2;
    wire reg_write;
    wire [1:0] alu_op;
    ProgramCounter pc_inst(clk, rst, pc_next, pc);
    InstructionMemory imem_inst(pc, instruction);
    RegisterFile rf_inst(clk, reg_write, instruction[11:10], instruction[9:8], instruction[7:6], alu_result, read_data1, read_data2);
    ALU alu_inst(read_data1, read_data2, alu_op, alu_result);
    ControlUnit cu_inst(instruction[15:12], reg_write, alu_op);
    assign pc_next = pc + 1;  
endmodule
module ProgramCounter(input clk, input rst, input [15:0] pc_next, output reg [15:0] pc);
    always @(posedge clk or negedge rst) begin
        if (!rst)
            pc <= 16'b0;
        else
            pc <= pc_next;
    end
endmodule
module RegisterFile(input clk, input reg_write, input [1:0] rs1, input [1:0] rs2, input [1:0] rd, input [15:0] write_data, output [15:0] read_data1, output [15:0] read_data2);
    reg [15:0] registers [3:0];
    assign read_data1 = registers[rs1];
    assign read_data2 = registers[rs2];
    always @(posedge clk) begin
        if (reg_write)
            registers[rd] <= write_data;
    end
endmodule

==> impl_metrics.toml <==
# physical design summary
[final_layout]
largest_reg_flops = 16
regArea_um2 = 400.4
logic_area_um2 = 417.9
layout-drive-gt1-share_pct = 7.826
top_register = "pc_inst.pc"
largestRegisters = "pc_inst.pc (16)"
final_util_pct = 19.76
syn2layout_area_growth_pct = 22.22
nFillCells = 640

[die]
core_area_mm2 = 0.005991
die_y_um = 99
boundaryPins = 50
rows = 28
dieWidth_um = 99
fp-utilization_pct = 16.17
dieArea_mm2 = 0.009801

[routing]
drcViolationCount = 0
vias = 574
insertedDiodeCount = 0
wire_per_inst_um = 10.60
drt-vias-per-instance = 3.021
drt_iter0_markers = 34
ant_nets = 0
wirelength_um = 2014
dr.pass1.iters = 3

[yosys]
synthesis.area_um2 = 968.4
ys.flop_type = "dfrtp_1"
top_cells_by_area = "dfrtp_1 41%, buf_4 24%, xor2_1 8.1%"
postSynthSeqShare_pct = 41.34
netlist.area_leader.share_pct = 41.34
common_cells = "31 x buf_4, 16 x dfrtp_1, 9 x xor2_1"
synth_cell_type_count = 15
async_flop_share_pct = 100.0
ys_chip_area_um2 = 968.4
yosys_cells = 94
syn_avg_cell_area_um2 = 10.30
synth.largest_area_cell = "dfrtp_1"
yosysMostFrequentCell = "buf_4"
yosys_warnings = 5
edf_count = 0
syn-instance-count = 94
ys.flops = 16

[clock_network]
clock_latency_ps = 240
clkSlewWorstSetupHoldPaths_ps = 60
clk_path_buf_depth = 2
holdBufCountCts = 0
clock-sinks = 16
cts_tree = "yes"
numCtsBuffers = 3
cts-root-buf = "clkbuf_8"
cts_resized = 0
cts_setup_buffers = 0
h-tree-depth = 1

[pwr]
seq_power_share_pct = 52.4
comb_power_share_pct = 1.8
leakagePower_uw = 0.0006004
ir_drop_v = 0.0002094
switchingPower_uw = 81.14
p_per_area_mw_per_mm2 = 359.8
power_switching_share_pct = 19.05
p_int_uw = 344.7
clockPowerShare_pct = 45.8

[critical_path]
rr_worst_depth = 4
path_max_fanout = 6
cp-start-kind = "register"
required_ps = 2320
startpoint = "pc_inst.pc[0]"
critical_path_arrival_ps = 1380
r2r-start = "pc_inst.pc[0]"
endpoint = "instruction[0]"
timing.rr.end = "pc_inst.pc[14]"
rrSetupSlack_ps = 1400
path_class = "reg -> out"
endpoint_kind = "output pin"

[placed_design]
dp_hpwl_um = 1682
gp_congestion = 0.7377
io_buffer_count = 19

[sta]
min_period_ps = 1960
finalCritPeriodShare_pct = 67.58
worst_pin_slew_ps = 734.5
slew_viol_final = 0
relSlewSlack_pct = 50.88
clock_skew_ps = 0.7818
hold_violations = 0
fmax_ghz = 0.5103
rsz0062_at_grt = "false"
setup_tns_ps = 0
setup_viol = 0

[grt]
grt_max_degree = 17
grt_overflow = 0
grt_pass1_vias = 612
track_usage_pct = 3.987
antenna_found_initial = 0
grt_pass1_wl_um = 3160

[hold_path]
min_path_type = "reg -> reg"

[job]
max_cap_violations = 0
warnings = 26

[run_status]
status = "completed"
[stage by stage]
step                      total power, µW  hold WS, ps  instances  cell area (µm²)  worst slack, ps
after floorplan                     256.1        284.4        123             1077             1610
after global placement              237.2        460.1        186             1129             1212
after detailed placement            236.6        464.4        186             1129             1199
after CTS                           433.1        472.8        190             1184            915.8
after global routing                452.2        490.5        190             1184            847.3
final                               425.8        475.5        190             1184            940.3
[logic make-up (layout without fill, tap and decap cells)]
kind of cell,count (synthesis),in the layout,share of synthesized area (%)
other cells,1,30,0.3872
fa+ha+maj,2,2,2.584
buf+inv,38,30,26.74
xor+xnor,14,14,12.66
flops,16,16,41.34
simple gates,23,23,16.28
[worst min-delay path by stage]
| stage | start | endpoint | slack (ps) | cells past startpoint |
|---|---|---|---|---|
| final | pc_inst.pc[15] | pc_inst.pc[15] | 480 | 1 |
| after global routing | pc_inst.pc[15] | pc_inst.pc[15] | 490 | 1 |
| after CTS | pc_inst.pc[15] | pc_inst.pc[15] | 470 | 1 |
[cells in the final DEF, fill, tap and decap left out]
cell,n
nand4_1,3
xnor2_1,5
nor4_2,3
ha_1,2
conb_1,30
nand3_1,4
nand4_4,1
clkdlybuf4s50_1,19
dfrtp_1,16
xor2_1,9
nand4_2,1
nor3_1,5
nand2_1,3
clkbuf_8,4
inv_1,7
nor2_1,3
[power by group through the flow]
stage | clock network [µW] | registers [µW] | logic [µW]
CTS | 201 | 223 | 9.36
global route | 218 | 223 | 11.0
finish | 195 | 223 | 7.78
[cell type report]
cell class / count / area share (%)
clock buffer: 4 / 4.651
inverter: 7 / 2.220
multi-input combinational: 69 / 35.31
sequential: 16 / 33.83
tap: 75 / 7.928
timing repair buffer: 19 / 16.07
[metal layers]
layer | part of all wire, % | global-route usage, % | wire length, µm
met2 | 44 | 5.711 | 896
met4 | 0.40 | 0.3308 | 8
met3 | 9.0 | 2.114 | 182
met5 | 0 | 0 | 0
met1 | 46 | 5.393 | 926
[critical path: stages, from the launching register on]
cell,delay (ps)
dfrtp_1,480
ha_1,190
clkdlybuf4s50_1,460
No activity file was given, so power comes from the tool's default toggle rates.
